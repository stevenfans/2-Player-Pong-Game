$ cat design/flow/run.sh
#!/bin/bash
# OpenROAD 26Q1-2900-gdf79404cd8, Yosys 0.63+post, stock flow scripts
make -C /OpenROAD-flow-scripts/flow DESIGN_CONFIG=/design/flow/config.mk WORK_HOME=/design/flow/orfs finish
$ cat design/flow/config.mk
export PLATFORM = sky130hd
export DESIGN_NAME = vga_sync
export DESIGN_NICKNAME = vga_sync
export VERILOG_FILES = /design/flow/design.v
export SDC_FILE = /design/flow/constraint.sdc
export NUM_CORES = 4
export LEC_CHECK = 1
export CORE_AREA = 10 10 112 112
export DIE_AREA = 0 0 122 122
$ cat design/flow/constraint.sdc
current_design vga_sync

set clk_period 4.2
set clk_io_pct 0.2

create_clock -name clk0 -period $clk_period [get_ports {clk}]

set non_clock_inputs [all_inputs -no_clocks]
set_input_delay [expr $clk_period * $clk_io_pct] -clock clk0 $non_clock_inputs
set_output_delay [expr $clk_period * $clk_io_pct] -clock clk0 [all_outputs]
$ cat design/flow/design.v
`timescale 1ns / 1ps
module vga_sync(clk, reset,
					 hsync, vsync
					, pixel_x, pixel_y, video_on
					 );
	input clk, reset;
	output reg  [9:0] pixel_x, pixel_y;
	output hsync, vsync, video_on;
	wire v_scan_on, h_scan_on;	
	reg [1:0] count;
	reg [1:0] n_count;
	wire tick;
	assign tick = (count == 3) ? 1'b1: 1'b0;  
	always @ (posedge clk, posedge reset)  
		if(reset) count <= 2'b0; 
		else 	    count <= n_count;
	always @(*)
		n_count = (tick) ? 2'b0: count + 2'b1;  
	reg [9:0] H_count, nH_count;
	reg [9:0] V_count, nV_count;
	reg H_sync, V_sync;
	wire nV_sync, nH_sync;
	reg [11:0] RGB;
	wire v_end, h_end, high_signal;
	always @(posedge clk, posedge reset)
		if(reset) begin
			 H_count <= 0;
			 V_count <= 0;
			 H_sync <= 0;
			 V_sync <= 0;
		end
	else
		begin
			 H_count <= nH_count;
			 V_count <= nV_count;
			 H_sync  <= nH_sync;
			 V_sync  <= nV_sync;
		end
	assign high_signal = tick;
	assign h_end = (H_count == 799) ? 1: 0;
	assign v_end = (V_count == 524) ? 1: 0;
	always @ (*)
		if(high_signal)  
			if (h_end) nH_count = 1'b0;
				else 	  nH_count = H_count + 1'b1;
		else 
			nH_count = H_count;
	always @ (*) 
		if(h_end & high_signal)  
			if (v_end) nV_count = 1'b0;
				else    nV_count = V_count + 1'b1;
		else
			nV_count = V_count;
	assign nH_sync = (H_count >= 656 && 
							H_count <= 751);
	assign nV_sync = (V_count >= 490 && 
							V_count <= 491);
	always @(posedge clk, posedge reset)
		if (reset) begin 
			pixel_x <= 10'b0;
			pixel_y <= 10'b0;
			end
		else begin
		pixel_x <= H_count;
		pixel_y <= V_count; 
		end
	assign h_scan_on = (0<= pixel_x &&  pixel_x < 640);
	assign v_scan_on = (0<= pixel_y &&  pixel_y < 480);
	assign video_on = h_scan_on && v_scan_on;
	assign hsync   = ~H_sync;
	assign vsync   = ~V_sync; 
endmodule
==> writeup.txt <==
The run finished with clean final reports. TritonCTS built the clock tree. The number of different library cells used by synthesis comes to 33. The H-tree was split into 2 levels. The via count was 1,104. In the final report, the number of endpoints failing setup comes to 0. For the worst setup path, the data required time is 3360 ps.

For this run, the top clock speed supported by timing is 0.4382 GHz. The run gives 1752 sq um for the yosys-reported design area after synthesis. The transition time recorded at the tightest slew-check pin is 530.1 ps. The most common cell after layout, fill and taps aside is dfrtp_1. Met3 track demand over resource in global routing: 0.01362.

The growth of design area from synthesis to finish was 27.93%. Each instance of the synthesized netlist takes up on average 12.51 sq um. Grouping stages by cell kind, the critical path spends the most delay in buffers and inverters. The logs give 140 for the synthesized netlist cell count and 2 for the maximum buffer depth of the clock tree. The relative max-transition margin is 0.6466. For the critical path data arrival time, the log shows 1440 ps. The die height came out at 122 um. For flop-to-flop paths, the worst setup slack is 2410 ps. The met1 track demand over resource came out at 0.05849. Max-cap violations in this run came to 0.

The worst hold path belongs to the class reg2reg. Global routing put the most usage on met2. Worst-skew pair later-pin latency: 290 ps. The run gives 0.6286 for the sequential element share of the synthesized area. By instance count after routing, the leading logic cell types are dfrtp_1, clkdlybuf4s50_1, nand2_1, inv_1.

The run gives 9.393 ps for the final setup skew. The count of antenna diodes in the layout came out at 0. Buffers inserted during clock tree synthesis total 5. With the via count of the first global-routing pass at 1,067, the post-detailed-route via-to-cell ratio is 3.608.

The fraction of layout instances using a drive strength above 1 works out to 0.07647. The time the final worst path needs with I/O delays and setup works out to 2282 ps. The cell resize tally after clock tree synthesis came out at 0. Number of logged tool warnings: 29. Critical path launch point type: a flip-flop. The number of cell rows is 37. The run gives 0 for the number of hold violations in the final report. The final period utilization is 0.5433. Per the power-grid run, VDD falls by no more than 0.1399 mV. The tools report the library cell used as clock root buffer as clkbuf_8.

Logic area: 610.6 sq um. Looking at the critical path, the highest net fanout was 2. For this run the detailed placement stage logged an HPWL of 2.156 mm. The placement summary gives the final routability congestion estimate as 0.7824.

The total area inside the core boundary comes to 10,230 sq um. The chip footprint is 14,880 sq um. The number of warnings reported in the yosys synthesis log came out at 1. Post-synth the commonest register cell is dfrtp_1. Once detail routing completed, the nets flagged for antenna violations numbered 0. With the post-cts hold buffer count at 0, the count of input and output buffers is 24. The fraction of registers with async set or reset after synthesis works out to 1.000. The analysis attributes to cell leakage a power of 1.001 nW. Per the final report, max-transition violations number 0. The tools report the number of post-CTS setup repair buffers as 0. After global routing the overflow that remains totals 0. Setup repair after global routing left no endpoint under its margin. The run gives 0.04172 for the total routing resource utilization after global routing. The tools report the total clock sinks as 44.

The die is 122 um wide. The run gives 1101 sq um as the flip-flop and latch area. For this design the ratio of total power to cell area is 300.7 nW/um^2. Count of fill cells added during filler insertion: 1,072.

The CTS clock-pin slew for the worst setup and hold paths is 80 ps. The logs give 0.06225 for the met2 usage and 25 for the I/O pin count. Critical path buffer and inverter count: 1. The setup path with the least slack is of type reg2out. Looking at the critical path, the single cell with the biggest stage delay is clkdlybuf4s50_1. Per the Yosys statistics, synthesis produced 140 cells. The first-iteration detailed-routing DRC count was 51. According to the report, the first pass of detailed routing completed in 4 iterations. The run gives 0.6738 mW as the sum of internal, switching and leakage power. Dividing the detail-routed wire length by the instance count gives 9.944 um.

For this run, the slowest stage of the critical path takes 460 ps. The count of state elements after synthesis is 44, and the post-synth design cell area is 1752 sq um. The signal on the critical path passes through o21ai_0 > nand2_1 > nor2_1 > clkdlybuf4s50_1. The detailed router reported a total wirelength of 3.043 mm.

The run gives 0.1712 as the initial core utilization. Setup total negative slack on the finished layout was measured at 0 ps. The largest net degree at the start of global routing was 45; the number of antenna violations at the first check in global routing was 0. The count of flip-flops with a built-in enable after synthesis is 0. The worst setup path is captured at an output pin.

The first global-routing pass estimated 5.216 mm of wire. TritonRoute reported its final design rule violation total as 0.
## registers in the layout, indices dropped and copies added (netlist names)
register and cells:
V_sync 1, H_sync 1, pixel_y 10, count 2
H_count 10, pixel_x 10, V_count 10
## per-layer routing
layer  wire length, um  share of wire
met1              1386           0.46
met4                57          0.019
met3               274          0.090
met5                 0              0
met2              1324           0.44
## Yosys cell counts (2+ instances only)
cell type / number / area, sq um
nand2_1: 11 / 41.29
and2_1: 3 / 18.77
nand3_1: 7 / 35.03
buf_2: 2 / 10.01
o21ai_0: 2 / 10.01
nor4b_1: 2 / 17.52
nor4_1: 2 / 12.51
and3_1: 3 / 18.77
a22o_1: 2 / 17.52
ha_1: 6 / 75.07
a21o_1: 3 / 22.52
or4_1: 2 / 15.01
o21bai_1: 2 / 15.01
o21ai_1: 2 / 10.01
xor2_1: 6 / 52.55
nor3_1: 4 / 20.02
nand4_1: 5 / 31.28
xnor2_1: 5 / 43.79
nor2_1: 7 / 26.28
inv_1: 8 / 30.03
dfrtp_1: 44 / 1101
## layout make-up
cell class                 count  area share
clock buffer                   5     0.03071
clock inverter                 2    0.005583
inverter                       8     0.01340
multi-input combinational     86      0.2725
sequential                    44      0.4913
tap                          136     0.07594
timing repair buffer          25      0.1106
## metrics by stage
step           worst slack, ps    util  std cells  area, sq um  hold WS, ps
2_1_floorplan             2329       -        140         1752        387.6
4_1_cts                   1893  0.2190        306         2241        427.0
5_1_grt                   1805  0.2190        306         2241        436.4
6_report                  1918  0.2190        306         2241        428.0
3_3_place_gp              2236  0.2111        299         2160        413.7
3_5_place_dp              2213  0.2111        299         2160        414.2
## worst register-to-register path: stages, from the launching register on
cell     delay (ps)
dfrtp_1         350
ha_1            370
nand4_1         240
or4_1           540
nand3_1         100
o21ai_1          70
## power breakdown
group	switching (mW)	internal, mW	leakage [nW]
Sequential	0	0.423	0.591
Combinational	0.00774	0.00149	0.370
Clock	0.129	0.112	0.0400
Total	0.137	0.537	1.00
## kinds of logic after synthesis
kind of cell    share of synthesized area
simple gates                       0.1871
flops                              0.6286
compound gates                    0.05143
xor+xnor                          0.05500
buf+inv                           0.02286
fa+ha+maj                         0.04286
mux                               0.01214
## worst paths after layout
| check | start | to | cells after the start |
|---|---|---|---|
| min in group asynchronous | reset | pixel_x[1] | 3 |
| worst max register to register | count[0] | H_count[9] | 5 |
| worst max-delay path | pixel_x[7] | video_on | 4 |
| max in group asynchronous | reset | H_count[4] | 3 |
| worst min register to register | count[0] | count[0] | 1 |
| worst min-delay path | count[0] | count[0] | 1 |
Power and IR drop assume default switching activity.

### ./config.mk
export PLATFORM = sky130hd
export DESIGN_NAME = ad_mux
export DESIGN_NICKNAME = ad_mux
export VERILOG_FILES = /design/flow/design.v
export SDC_FILE = /design/flow/constraint.sdc
export NUM_CORES = 4
export LEC_CHECK = 1
export CORE_AREA = 10 10 70 70
export DIE_AREA = 0 0 80 80
### ./constraint.sdc
current_design ad_mux

set clk_period 1.2
set clk_io_pct 0.2

create_clock -name clk0 -period $clk_period

set non_clock_inputs [all_inputs -no_clocks]
set_input_delay [expr $clk_period * $clk_io_pct] -clock clk0 $non_clock_inputs
set_output_delay [expr $clk_period * $clk_io_pct] -clock clk0 [all_outputs]
### ./design.v
`timescale 1ns / 1ps
module ad_mux(D0, D1, D2, D3, D4, D5, D6, D7, select, Y);
input  [ 3:0] D0;
input  [ 3:0] D1;
input  [ 3:0] D2;
input  [ 3:0] D3;
input  [ 3:0] D4;
input  [ 3:0] D5;
input  [ 3:0] D6;
input  [ 3:0] D7;
input  [ 2:0] select;
output reg [ 3:0] Y;
always @ *
	case(select)
		3'b000:  Y = D0;
		3'b001:  Y = D1;
		3'b010:  Y = D2;
		3'b011:  Y = D3;
		3'b100:  Y = D4;
		3'b101:  Y = D5;
		3'b110:  Y = D6;
		3'b111:  Y = D7;
		default: Y = D0;
	endcase 
endmodule
### ./run.sh
#!/bin/bash
# OpenROAD 26Q1-2900-gdf79404cd8, Yosys 0.63+post, stock flow scripts
make -C /OpenROAD-flow-scripts/flow DESIGN_CONFIG=/design/flow/config.mk WORK_HOME=/design/flow/orfs finish
==> results.ini <==
[outcome]
status=finished with violations
violations=negative setup slack

[grt]
grt_pass1_wl_um=2670
grt_overflow_total=0
antenna_found_initial=0
track_usage=0.05103
grt_max_degree=9
grt_pass1_vias=550

[yosys]
yosysWarnings=1
ys_sh_simple=0.1748
yosys-stat-area_sq_um=307.8
synthDistinctLibCells=15
avgSynthCellArea_sq_um=7.892
ys_sh_xor=0
common_cells=mux2i_1, a211oi_1
yosysCellCount=39
top_area_frac=0.3577
synthTopLogicFamily=multiplexers
top_cell=mux2i_1
synthesis.area_sq_um=307.8
synthCells=39
top_area_cell=mux2i_1
postSynthSeqShare=0
top_cells_by_area=mux2i_1, a211oi_1, o22a_1, nor3b_1, o22ai_1
mux_share=0.3577
synthAoiAreaFrac=0.3211
synth_adder_area_share=0

[sta]
finalHoldViolCount=0
grt_setup_unrepaired=true
clock.fmax_mhz=718.3
relSlewSlack=0.8694
fin_crit_sh=1.160
period_minus_slack_ns=1.392
setup_tns_ns=-0.6124
fin_ws_ns=-0.1922
tightest_slew_ns=0.1904
slew_viol_final=0
setup_violations=4

[route]
drc_errors=0
dr_total_vias=462
dr.pass1.iters=2
vias_per_cell=3.667
wl_per_cell_um=13.77
antenna_left=0
routed_wl_um=1735
n_antenna_cell=0
first_iter_violations=9

[critical_path]
worstSetupPathType=in2out
cp-start-kind=input pin
crit_start=select[1]
critPathMaxFanout=8
arrival_ns=1.15
cp.required_ns=0.96
timing.critical_path.to_type=output pin

[placed_design]
dp_slack_ns=-0.9800
port_buffers=39
dpl_cell_area_sq_um=749.5
dp_hpwl_um=1438
place_congestion=0.7517

[floorplan]
io_pins=39
die_h_um=80
fp_util=0.09011
coreArea_sq_um=3416
dieArea_sq_um=6400
die_w_um=80
core.rowCount=21

[finish]
syn2layout_area_growth_pct=158.5
stdcell_area_sq_um=795.8
fillers=386
utilization=0.2330
combGateArea_sq_um=297.8
ff_latch_area_sq_um=0
drive_gt1_frac=0.2625
seq_cells=0
nClkBuffers=0

[worst_hold_path]
worstHoldStart=D1[0]
whs_path_depth=5
min_path_type=in2out

[run]
warnings=34
cap_violations=0

[power]
ir_drop_mv=0.08987
totalPowerFinal_uw=237.4
power_density_nw_per_um2=298.3
leakage_uw=0.0003965

[per-stage QoR]
stage | hold WS [ns] | std cells
2_1_floorplan | 0.5576 | 39
3_3_place_gp | 1.458 | 123
3_5_place_dp | 1.451 | 123
4_1_cts | 1.018 | 126
5_1_grt | 1.049 | 126
6_report | 0.9841 | 126
[what timing repair did]
action / 4_1_cts / 5_1_grt
resized: 59 / 8
pin swaps: 14 / 8
hold endpoints to repair: 0 / 0
buffers inserted: 2 / 0
hold buffers: 0 / 0
setup endpoints to repair: 4 / 4
cloned: 1 / 0
[power by group]
part	switching [uW]	internal, uW	total [uW]
Sequential	0	0	0
Combinational	80.8	157	237
Clock	0	0	0
Total	80.8	157	237
[cell usage in the layout, fill, tap and decap left out, drive strengths merged]
cell type and instances:
a211oi 4, a21oi 1, a22o 1, buf 14, clkdlybuf4s50 4, dlygate4sd2 23
dlymetal6s2s 4, inv 1, mux2i 11, nand2 2, nand2b 2, nor2 3
nor3b 3, o22a 3, o22ai 3, o32a 1
[worst max-delay path, cell delays in order]
cell and delay, ns:
buf_12 0.09, buf_12 0.13, nand2b_4 0.05, a22o_1 0.19, o32a_1 0.34, buf_2 0.11
[cells by family (layout without fill, tap and decap cells)]
group	after synthesis	after routing
compound gates	13	13
mux	11	11
buf+inv	5	46
simple gates	10	10
[layer usage]
metal	track usage	share of wire	up-vias	routed length, um
met2	0.1011	0.59	13	1025
met1	0.05669	0.36	214	617
met3	0.01023	0.053	0	92
met4	0	0	0	0
li1	-	-	235	-
met5	0	0	-	0
[final timing paths]
kind | end | slack, ns
min | Y[0] | 0.98
max | Y[2] | -0.19
[cell type report]
cell class         instances  share of cell area
inverters                  1            0.004717
repair buffers            45              0.5487
well taps                 46             0.07233
multi-input cells         34              0.3742

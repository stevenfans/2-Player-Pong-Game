==> design/flow/design.v <==
`timescale 1ns / 1ps
module pong_animated(clk, reset, sw, video_on, pixl_x, pixl_y, RGB,
							color_sw,  score1_counter, score2_counter,
							cheat);
	input  clk, reset, video_on, cheat;
	input [3:0] sw; 
	input [11:0] color_sw; 
	input [9:0] pixl_x, pixl_y;
	output [3:0] score1_counter, score2_counter;
	reg    [3:0] score1_counter, score2_counter;	
	output[11:0] RGB; 
	reg   [11:0] RGB;
	parameter velocityP = 3;
	wire restart, restart2; 
	wire tick_60Hz; 
	assign tick_60Hz = (pixl_x == 0 ) && (pixl_y == 481);
	parameter top_boundary    = 1,
				 bottom_boundary = 480, 
				 right_boundary  = 640;
	parameter 	leftpaddle = 600,
					rightpaddle = 603,
					big_pad = 400;
	wire pad_on; 
	wire [11:0] pad_rgb;
	reg [9:0] paddle_top_reg, n_paddle_top_reg;
	wire [9:0] top_pad, bot_pad; 
	assign top_pad = paddle_top_reg; 
	assign bot_pad = top_pad + 71;
	assign pad_on = (leftpaddle <= pixl_x) && (pixl_x <= rightpaddle) &&
						 (top_pad <= pixl_y) && (pixl_y <= bot_pad);
	assign pad_rgb = 12'h0F0;  
	always @ (*)
	begin
		n_paddle_top_reg = paddle_top_reg; 
		if(tick_60Hz)
			if (sw[1] & (bot_pad < 480))   
				n_paddle_top_reg = paddle_top_reg + velocityP;
			else if (sw[0] & (top_pad > 1 )) 
				n_paddle_top_reg = paddle_top_reg - velocityP;
	end
	parameter left_paddle_2 = 40,		
				 right_paddle_2 = 43; 
	wire pad_on_2; 
	wire [11:0] pad_rgb_2; 
	reg [9:0] paddle_top_reg_2, n_paddle_top_reg_2; 
	wire [9:0] top_pad_2, bot_pad_2; 
	assign top_pad_2 = paddle_top_reg_2; 
	assign bot_pad_2 = (cheat)? (top_pad_2 + big_pad) :
										 (top_pad_2 + 72 ); 
	assign pad_on_2 = (left_paddle_2 <= pixl_x) && (pixl_x<= right_paddle_2) &&
							 (top_pad_2 <= pixl_y) && (pixl_y <= bot_pad_2); 
	assign pad_rgb_2 = 12'h0F0; 
	always @ (*)
	begin
		n_paddle_top_reg_2 = paddle_top_reg_2; 
		if(tick_60Hz)
			if (sw[3]  & (bot_pad_2 < 480))      
				n_paddle_top_reg_2 = paddle_top_reg_2 + velocityP;
			else if (sw[2] & (top_pad_2 > 1 ))  
				n_paddle_top_reg_2 = paddle_top_reg_2 - velocityP;
	end
	parameter 	ball_size =  8,
					pos_speed =  1,
					neg_speed = -1; 
	wire 			ball_on;
	wire [11:0] ball_rgb; 
	wire [9:0] top_ball, bot_ball;
	wire [9:0] left_ball, right_ball;
	reg  [9:0]  ball_x_reg, ball_y_reg;
	wire [9:0]  n_ball_x_reg, n_ball_y_reg;
	reg [9:0] delta_x,  delta_y; 
	reg [9:0] n_delta_x, n_delta_y; 
	assign top_ball = ball_y_reg; 
	assign bot_ball = top_ball + ball_size -1;
	assign left_ball = ball_x_reg;
	assign right_ball = left_ball + ball_size - 1; 
	assign ball_on = (top_ball <= pixl_y)  && (pixl_y <= bot_ball) &&
						  (left_ball <= pixl_x) && (pixl_x <= right_ball); 
	assign ball_rgb = 12'hF00;  
	assign n_ball_x_reg = (tick_60Hz) ? (ball_x_reg + delta_x) : ball_x_reg; 
	assign n_ball_y_reg = (tick_60Hz) ? (ball_y_reg + delta_y) : ball_y_reg; 
	always @ (*)  
		begin
			n_delta_x = delta_x;  
			n_delta_y = delta_y; 
			if (top_ball <= 1 )  
				n_delta_y = pos_speed;  
			else if (bot_ball >= 479)  
				n_delta_y = neg_speed;  
			else if ((right_paddle_2 > left_ball) && (left_ball> left_paddle_2) &&
						(top_pad_2 <= bot_ball) && (top_ball <= bot_pad_2))
				n_delta_x = pos_speed;
			else if ((600 <= right_ball)  && (right_ball <= 603) &&
						(top_pad <= bot_ball) && (top_ball <= bot_pad))
				n_delta_x = neg_speed; 	
			end
	assign restart  = (right_ball==639) ? 1'b1 : 1'b0;
	assign restart2 = (left_ball == 1 ) ? 1'b1 : 1'b0; 
 	always @(posedge clk)
		if (reset) 
			begin
					score1_counter <= 0; 
					score2_counter <= 0;
			end
		else if (restart) 
			score1_counter <= score1_counter + 1'b1; 
		else if (restart2)
			score2_counter <= score2_counter + 1'b1; 
	always @ ( posedge clk, posedge reset)
		if(reset)
			begin
				paddle_top_reg <= 220;
				paddle_top_reg_2 <= 220; 
				ball_x_reg 		<= 36;
				ball_y_reg 		<= 0;
				delta_x 			<= 1;
				delta_y 			<= 1;			
			end 	
	else if (restart)
		 begin
				paddle_top_reg <= n_paddle_top_reg;
				paddle_top_reg_2 <= n_paddle_top_reg_2;				
				ball_x_reg 		<= 36;
				ball_y_reg 		<= 0;
				delta_x 			<= 1;
				delta_y 			<= 1;			
			end
	else if (restart2)
		 begin
				paddle_top_reg <= n_paddle_top_reg;
				paddle_top_reg_2 <= n_paddle_top_reg_2;				
				ball_x_reg 		<= 444;
				ball_y_reg 		<= 0;
				delta_x 			<= -1;
				delta_y 			<= -1;			
			end
		else 
			begin
				paddle_top_reg <= n_paddle_top_reg;
				paddle_top_reg_2 <= n_paddle_top_reg_2;
				ball_x_reg 		<= n_ball_x_reg;
				ball_y_reg 		<= n_ball_y_reg;
				delta_x 		   <= n_delta_x;
				delta_y    		<= n_delta_y; 
			end 
	always @(*)
	if (~video_on)
		RGB = 12'h000;  
	else 
		if (pad_on_2)
			RGB = pad_rgb_2; 
		else if (pad_on)
			RGB = pad_rgb;
		else if (ball_on)
			RGB = ball_rgb; 
		else 
			RGB = color_sw; 
endmodule
==> design/flow/run.sh <==
#!/bin/bash
# OpenROAD 26Q1-2900-gdf79404cd8, Yosys 0.63+post, stock flow scripts
make -C /OpenROAD-flow-scripts/flow DESIGN_CONFIG=/design/flow/config.mk WORK_HOME=/design/flow/orfs finish
==> design/flow/config.mk <==
export PLATFORM = sky130hd
export DESIGN_NAME = pong_animated
export DESIGN_NICKNAME = pong_animated
export VERILOG_FILES = /design/flow/design.v
export SDC_FILE = /design/flow/constraint.sdc
export NUM_CORES = 4
export LEC_CHECK = 1
export CORE_UTILIZATION = 50
==> design/flow/constraint.sdc <==
current_design pong_animated

set clk_period 4.7
set clk_io_pct 0.2

create_clock -name clk0 -period $clk_period [get_ports {clk}]

set non_clock_inputs [all_inputs -no_clocks]
set_input_delay [expr $clk_period * $clk_io_pct] -clock clk0 $non_clock_inputs
set_output_delay [expr $clk_period * $clk_io_pct] -clock clk0 [all_outputs]
==> flow_summary.json <==
{
  "outcome": "finished with violations",
  "violations": "setup timing",
  "ys_cells": 893,
  "r2r-end": "paddle_top_reg[9]",
  "firstDrtPassIters": 5,
  "slew_headroom_pct": 51.4,
  "yosys_warnings": 1,
  "synth_cells": 893,
  "endpoint_kind": "output pin",
  "finalWeightedCongestion": 1.00,
  "slew_violations": 0,
  "max_freq_mhz": 212,
  "hold_viol_final": 0,
  "track_usage_pct": 30.7,
  "finalClockPeriodUsage_pct": 100,
  "syn_area_sq_mm": 0.00752,
  "fin_ws_ps": -22.5,
  "cp_data_arrival_time_ps": 3780,
  "vias_per_cell": 5.88,
  "rsz0062_at_grt": "true",
  "dieArea_sq_mm": 0.0155,
  "setup_tns_ps": -65.2,
  "clk_latency_ps": 300,
  "drive_above_1_share_pct": 20.4,
  "syn_to_final_growth_pct": 26.2,
  "critPathRequiredTime_ps": 3760,
  "yosysTopAreaCell": "ha_1",
  "max_cap_viol_count": 0,
  "yosysChipArea_sq_mm": 0.00752,
  "antenna_cells": 0,
  "die_y_microns": 125,
  "topCellsByArea": "ha_1 24%, dfrtp_1 10%, xnor2_1 5.6%, dfstp_2 4.2%, a21oi_1 3.9%",
  "edf_count": 0,
  "holdPathEnd": "score2_counter[1]",
  "p_leak_uw": 0.00466,
  "antenna_found_initial": 0,
  "synth_top_area_share_pct": 24.3,
  "numPortBuffers": 59,
  "common_cells": "146 x ha_1, 64 x inv_1, 59 x a21oi_1",
  "wirelength_mm": 22.5,
  "path_max_fanout": 4,
  "warnings": 42,
  "grt_pass1_vias": 7144,
  "flop_cell": "dfrtp_1",
  "globalRouteOverflowTotal": 0,
  "hold_start": "score2_counter[1]",
  "ir_drop_uv": 120,
  "yosys.cell_types.count": 79,
  "fp_util_pct": 51.6,
  "fillers": 1183,
  "cts.sinks": 50,
  "avgSynthCellArea_sq_um": 8.42,
  "worstSetupPathType": "in2out",
  "ant_nets": 0,
  "drc": 0,
  "power_density_mw_per_mm2": 120,
  "drtIter0Drc": 431,
  "num_vias": 7242,
  "grt_pass1_wl_mm": 37.0,
  "regToRegSetupSlack_ps": 450,
  "worstRegToRegCells": 17,
  "skew_ps": 6.68,
  "min_period_ps": 4720,
  "async_flop_share_pct": 84.0,
  "row_count": 44,
  "cp-start-kind": "primary input",
  "numCtsBuffers": 5,
  "grt_max_degree": 38,
  "rr_startpoint": "paddle_top_reg[0]",
  "worst_hold_path_type": "reg2reg",
  "tightest_slew_ps": 727,
  "h-tree-depth": 2,
  "setup_viol": 3,
  "wire_per_inst_microns": 18.3,
  "die_w_microns": 125,
  "core_area_sq_mm": 0.0146,
  "clk_pin_slew_ps": 70,
  "synth_top_cell_by_count": "ha_1",
  "root_buffer": "clkbuf_16",
  "hold_path_depth": 2,
  "pin_count": 60,
  "cts_tree": "yes",
  "clk_path_buf_depth": 2,
  "total_power_uw": 1140,
  "hpwl_mm": 17.9,
  "ys_ff": 50,
  "postSynthSeqShare_pct": 16.3
}
[logic make-up after synthesis]
group / count (synthesis) / synth area share (%)
AND/OR/NAND/NOR: 261 / 18.6
buffers and inverters: 95 / 5.02
AND-OR/OR-AND: 228 / 20.4
XOR/XNOR: 87 / 11.3
adder cells (fa/ha/maj): 151 / 25.5
multiplexers: 21 / 2.86
flip-flops: 50 / 16.3
[what timing repair did]
action / CTS / global route
pin swaps: 35 / 19
gates cloned: 0 / 0
setup endpoints to repair: 12 / 12
setup buffers: 17 / 7
resized: 76 / 29
hold buffers: 0 / 0
[power breakdown]
group / switching, uW / internal [uW] / leakage (uW)
combinational: 113 / 118 / 0.00399
sequential: 0.0258 / 430 / 0.000583
clock: 169 / 306 / 0.0000940
total: 281 / 854 / 0.00466
[worst max-delay path, stage by stage]
cell	delay, ps
clkdlybuf4s50_1	480
inv_1	60
ha_1	320
a21o_1	180
a21oi_2	150
o211ai_1	130
a221o_1	340
or4_4	590
or2_4	260
buf_6	120
o211a_1	110
buf_2	110
[routing by layer]
layer	GRT usage (%)	up-vias	share of wire [%]
li1	-	3607	-
met3	7.14	49	6.9
met4	7.09	0	2.9
met2	46.9	211	44
met1	44.7	3375	46
met5	0	-	0
[layout by cell type, fill, tap and decap left out, drive strengths merged, types with 32 or more instances in the layout]
cell           synthesis  layout
ha                   146     146
buf                    6     122
inv                   64      64
a21oi                 59      59
nor2                  54      54
nand2                 52      52
xnor2                 48      48
o21ai                 47      47
clkdlybuf4s50          0      34
xor2                  34      34
a21o                  32      32
[layout make-up]
type | instances | area [sq um] | area share (%)
clock inverter | 3 | 68.8 | 0.725
clock buffer | 5 | 125 | 1.32
timing repair buffer | 177 | 1440 | 15.2
inverter | 64 | 240 | 2.53
multi-input combinational | 748 | 6160 | 64.9
sequential | 50 | 1230 | 12.9
tap | 184 | 230 | 2.43
[stage by stage]
step	cells	cell area (sq um)	utilization (%)	worst slack, ps	hold slack, ps
2_1_floorplan	893	7520	-	543	453
5_1_grt	1231	9490	65.1	-182	541
3_3_place_gp	1199	8920	61.1	-374	485
4_1_cts	1224	9390	64.4	-57.3	502
3_5_place_dp	1199	8920	61.1	-418	489
6_report	1231	9490	65.1	-22.5	498
[how the worst max path moves through the flow]
stage,slack (ps),cells after the start,to,from
4_1_cts,-60,15,RGB[9],ball_x_reg[1]
5_1_grt,-180,16,RGB[4],ball_x_reg[0]
6_report,-20,12,RGB[4],pixl_y[8]
Power is estimated from default activity; no workload was simulated.
